### design/flow/run.sh
#!/bin/bash
# OpenROAD 26Q1-2900-gdf79404cd8, Yosys 0.63+post, stock flow scripts
make -C /OpenROAD-flow-scripts/flow DESIGN_CONFIG=/design/flow/config.mk WORK_HOME=/design/flow/orfs finish
### design/flow/config.mk
export PLATFORM = sky130hd
export DESIGN_NAME = divH
export DESIGN_NICKNAME = divH
export VERILOG_FILES = /design/flow/design.v
export SDC_FILE = /design/flow/constraint.sdc
export NUM_CORES = 4
export LEC_CHECK = 1
export CORE_AREA = 10 10 70 70
export DIE_AREA = 0 0 80 80
### design/flow/constraint.sdc
current_design divH

set clk_period 2.5
set clk_io_pct 0.2

create_clock -name clk0 -period $clk_period [get_ports {clkIn}]

set non_clock_inputs [all_inputs -no_clocks]
set_input_delay [expr $clk_period * $clk_io_pct] -clock clk0 $non_clock_inputs
set_output_delay [expr $clk_period * $clk_io_pct] -clock clk0 [all_outputs]
### design/flow/design.v
module divH (clkIn, clkOut, oneHalf);
input clkIn;
output clkOut, oneHalf;
reg ltc;
reg[12:0] cnt;  
assign clkOut = cnt[12];
assign oneHalf = ltc;
always @ (posedge clkIn)
begin
  cnt <= cnt+13'b1;
  if(cnt == 13'b1111111111111) ltc <=1;
end
endmodule
==> run notes <==
The synthesis and place-and-route flow finished, so here is a summary.

In the synthesis report, Yosys lists the chip area as 500 um2. In this design, the largest share of critical-path delay is due to buffers and inverters. The first-iteration detailed-routing DRC count is about 40.

The number of antenna violations at the first check in global routing is 0. The maximum clock skew at final layout came out at approximately 0.0047 ns. Recorded from the global router log, the overflow total was 0.

The via-per-instance ratio came out at between 3 and 4. Along the worst hold path, the cell count comes to 1. The total count of hold-check failures in the final report is 0. The number of port buffers is 1. The total of fill cells in the finished design came out at 383. The global-route wire length before repair is 1150 um. Summed over all nets, the half-perimeter wirelength after detailed placement is 464 um.

Yosys instantiated no cell more often than sky130_fd_sc_hd__dfxtp_1. Per the detail_route report, DRC violations left total 0. The layout summary lists the proportion of cells stronger than drive strength 1 as roughly 14%. The final layout contains routed wiring with a total length of between 600 and 700 um.

Summing over every cut layer, the via total after detailed routing is just under 300. The layout-stage area growth over the synthesis result is 17.3%. The end point of the worst hold path is cnt[0]$_DFF_P_.

The maximum single-stage delay on the critical path is 0.47 ns. The library cell contributing the largest single delay on the critical path is sky130_fd_sc_hd__clkdlybuf4s50_1. The flip-flop count of the largest register, all copies and words added is 13. In this run, post-CTS repair resized a total of 0 instances. The smallest hold slack is 0.421 ns.

The placer congestion estimate came out at around 0.72. The post-detailed-route wirelength per cell came out at approximately 6.6 um. The floorplan step defined a core boundary enclosing ~3400 um2.

The commonest cells after synthesis are sky130_fd_sc_hd__dfxtp_1, sky130_fd_sc_hd__xnor2_1, sky130_fd_sc_hd__xor2_1. Looking at the VDD voltage map, the peak drop is 0.171 mV. The number of global-route vias before repair is ~250. The number of library cell types mapped by synthesis came out at 18. The reg-to-reg startpoint is cnt[0]$_DFF_P_. The static leakage is between 0.0002 and 0.00025 uW. The synthesized instance count came out at ~46. The final period utilization came out at between 60% and 70%. Looking at the setup timing report, the critical path kind is flop to output pin. Setup repair after global routing left no endpoint under its margin. The count of final max-slew check failures came out at 0. Listed in order, past its start point the critical path passes clkdlybuf4s50_1. The tree is rooted in a sky130_fd_sc_hd__clkbuf_4. The yosys synthesis warning count came out at 1.

The maximum number of pins on one net before global-route repair came out at 8. The number of cells reported by Yosys stat comes to around 46. The register-to-register setup slack came out at around 1.3 ns. The maximum operating frequency is approximately 630 MHz. The first detailed-routing pass ran for 3 iterations. The type of the worst min-delay path is flop to flop. The synthesized flop and latch total is 13. The combined flip-flop and latch cell area is between 200 and 300 um2. The multi-input combinational cells in the finished layout cover a total of between 200 and 250 um2.

The count of pins on the block boundary came out at 3. The total setup buffers inserted after CTS is 0. The data arrival time of the critical path is ~1.1 ns. The run finished with clean final reports. The antenna violation net count after detailed routing is 0. The number of max-cap violations is 0.

The floorplan utilization is 14.7%. The largest registers in the layout are cnt (13). The count of H-tree levels built during CTS came out at 1. STA classifies the critical path startpoint as a flop. The count of antenna diodes in the layout came out at 0.

The total buffers and inverters traversed by the critical path came out at 1. The height of the die came out at ~80 um. The number of buffers on the longest clock path is 2.

Warnings raised by the tools during the run amount to 25. The register with the most flip-flops in the final layout is cnt. The share of flip-flops with an asynchronous set or reset after synthesis is 0%. For the worst reg-to-reg path, the endpoint reported by OpenROAD is cnt[8]$_DFF_P_.

In the post-synthesis netlist, the biggest area contributors are sky130_fd_sc_hd__dfxtp_1, sky130_fd_sc_hd__xnor2_1, sky130_fd_sc_hd__xor2_1, sky130_fd_sc_hd__nand3_1, sky130_fd_sc_hd__nand2_1. The worst-case reg-to-reg path depth is 4. The power density of the placed cells is ~560 nW/um2. The number of enable-type register cells in the synthesized netlist is 0. The total global routing track utilization is under 10%. The data required time of the worst path is ~2.0 ns. sky130_fd_sc_hd__dfxtp_1 takes more of the synthesized area than any other cell. The floorplan step defined a die boundary enclosing approximately 6400 um2. The worst setup path is captured at an output pin. The final-report setup violation count came out at 0. According to the CTS report, the clock sink count is 13. Max fanout on the critical path was recorded as 2. In this run, post-CTS hold repair placed 0 buffers. The cell area after synthesis came out at ~500 um2. The clock transition at the registers of the reported paths came out at 0.08 ns. The aggregate negative setup slack is 0 ns. TritonCTS built the clock tree. The worst-skew pair later-pin latency is 0.27 ns. The share of synthesized area occupied by flip-flops and latches came out at between 50% and 60%. The portion of synthesized cell area occupied by the leading cell type came out at about 52%.

The row count is 21. The average instance in the mapped netlist occupies ~11 um2. The CTS report gives the tree buffer count as 3.

The predominant post-synthesis flop cell is sky130_fd_sc_hd__dfxtp_1. The startpoint of the most critical hold path is cnt[0]$_DFF_P_. The final period demand of the worst path came out at around 1.6 ns. The horizontal die dimension came out at 80 um.
## area by class of cell
type / instances / area share, %
clock buffers: 4 / 4.48
inverters: 1 / 0.640
multi-input cells: 31 / 39.0
flip-flops and latches: 13 / 44.3
well taps: 46 / 9.81
repair buffers: 1 / 1.71
## stage by stage
| stage | area, um2 | power [uW] | util (%) | setup slack, ns | std cells |
|---|---|---|---|---|---|
| after floorplan | 500 | 213 | - | 1.35 | 46 |
| after global placement | 561 | 212 | 16.4 | 1.21 | 92 |
| after detailed placement | 561 | 212 | 16.4 | 1.20 | 92 |
| after CTS | 587 | 337 | 17.2 | 0.900 | 96 |
| after global routing | 587 | 350 | 17.2 | 0.861 | 96 |
| final | 587 | 331 | 17.2 | 0.917 | 96 |
## worst max path at each step
stage | slack, ns | end | cells past startpoint | start
after CTS | 0.90 | clkOut | 1 | cnt[12]$_DFF_P_
after global routing | 0.86 | clkOut | 1 | cnt[12]$_DFF_P_
final | 0.92 | clkOut | 1 | cnt[12]$_DFF_P_
## cell usage in the layout, fill, tap and decap left out
cell type | synthesis | final
sky130_fd_sc_hd__nand4_1 | 2 | 2
sky130_fd_sc_hd__dfxtp_1 | 13 | 13
sky130_fd_sc_hd__nand3_2 | 1 | 1
sky130_fd_sc_hd__nor3_1 | 2 | 2
sky130_fd_sc_hd__ha_1 | 1 | 1
sky130_fd_sc_hd__clkbuf_4 | 0 | 3
sky130_fd_sc_hd__clkdlybuf4s50_1 | 0 | 1
sky130_fd_sc_hd__nand3_1 | 3 | 3
sky130_fd_sc_hd__clkbuf_1 | 0 | 1
sky130_fd_sc_hd__nor2_1 | 1 | 1
sky130_fd_sc_hd__and4_2 | 1 | 1
sky130_fd_sc_hd__and4_1 | 1 | 1
sky130_fd_sc_hd__nand2_1 | 4 | 4
sky130_fd_sc_hd__conb_1 | 1 | 1
sky130_fd_sc_hd__xnor2_1 | 6 | 6
sky130_fd_sc_hd__nor4_2 | 1 | 1
sky130_fd_sc_hd__and2_1 | 1 | 1
sky130_fd_sc_hd__xor2_1 | 5 | 5
sky130_fd_sc_hd__inv_1 | 1 | 1
sky130_fd_sc_hd__nand4_2 | 1 | 1
## per-layer routing
layer / GRT usage [%] / vias up / share of wire, %
li1: - / 165 / -
met1: 3.39 / 124 / 58
met2: 2.25 / 5 / 31
met3: 1.82 / 0 / 11
met4: 0.176 / 0 / 0
met5: 0 / - / 0
## cells by family (layout without fill, tap and decap cells)
group / after synthesis / in the layout / share of synthesized area, %
adder cells (fa/ha/maj): 1 / 1 / 2.50
XOR/XNOR: 11 / 11 / 19.2
buffers and inverters: 2 / 6 / 2.25
other: 1 / 1 / 0.749
AND/OR/NAND/NOR: 18 / 18 / 23.2
flip-flops: 13 / 13 / 52.0
## report_power, final
group / total (uW) / internal (uW) / switching, uW
combinational: 0.0714 / 0 / 0.0713
sequential: 207 / 207 / 0
clock: 125 / 61.7 / 62.8
Power figures rest on the tool's default switching activity, not on a simulated workload.
